===== design/flow/run.sh =====
#!/bin/bash
# OpenROAD 26Q1-2900-gdf79404cd8, Yosys 0.63+post, stock flow scripts
make -C /OpenROAD-flow-scripts/flow DESIGN_CONFIG=/design/flow/config.mk WORK_HOME=/design/flow/orfs finish

===== design/flow/config.mk =====
export PLATFORM = sky130hd
export DESIGN_NAME = fragment_r_type
export DESIGN_NICKNAME = fragment_r_type
export VERILOG_FILES = /design/flow/design.v
export SDC_FILE = /design/flow/constraint.sdc
export NUM_CORES = 4
export LEC_CHECK = 1
export CORE_UTILIZATION = 40

===== design/flow/constraint.sdc =====
current_design fragment_r_type

set clk_period 21.6
set clk_io_pct 0.2

create_clock -name clk0 -period $clk_period [get_ports {clk}]

set non_clock_inputs [all_inputs -no_clocks]
set_input_delay [expr $clk_period * $clk_io_pct] -clock clk0 $non_clock_inputs
set_output_delay [expr $clk_period * $clk_io_pct] -clock clk0 [all_outputs]

===== design/flow/design.v =====
`timescale 1ns/1ps
module fragment_r_type (
  input  clk,
  input  reset,
  input  [31:0] inst,
  output [31:0] rd_val
);
  wire [4:0]  rs1    = inst[19:15];
  wire [4:0]  rs2    = inst[24:20];
  wire [4:0]  rd     = inst[11:7];
  wire [2:0]  funct3 = inst[14:12];
  wire [6:0]  funct7 = inst[31:25];
  wire [31:0] rdata1;
  wire [31:0] rdata2;
  reg_file regfile_inst (
    .clk(clk),
    .reset(reset),
    .reg_write_en(1'b1),   
    .rs1(rs1),
    .rs2(rs2),
    .rd(rd),
    .wd(alu_result),       
    .rdata1(rdata1),
    .rdata2(rdata2)
  );
  wire [2:0] alu_ctrl;
  alu_ctrl alu_ctrl_inst (
    .funct3(funct3),
    .funct7(funct7),
    .alu_ctrl(alu_ctrl)
  );
  wire [31:0] alu_result;
  wire        alu_zero;
  rv32ialu alu_inst (
    .A(rdata1),
    .B(rdata2),
    .alu_ctrl(alu_ctrl),
    .Y(alu_result),
    .zero(alu_zero)
  );
  assign rd_val = alu_result;
endmodule
`timescale 1ns/1ps
module alu_ctrl (
    input [2:0] funct3,
    input [6:0] funct7,
    output [2:0] alu_ctrl
);
    wire [2:0] ctrl;
    assign ctrl = (funct7[5] == 1'b0) ?
        ((funct3 == 3'b000) ? 3'b001 :
         (funct3 == 3'b111) ? 3'b010 :
         (funct3 == 3'b110) ? 3'b011 :
         (funct3 == 3'b001) ? 3'b100 :
         (funct3 == 3'b010) ? 3'b110 :
         3'b000) :
        ((funct3 == 3'b000) ? 3'b000 :
         3'b000);
    assign #1 alu_ctrl = ctrl;
endmodule
`timescale 1ns/1ps
module aluaddsub (
  input  signed [31:0] A,
  input  signed [31:0] B,
  input  [0:0]         ctrl,       
  output signed [31:0] Y,
  output               pos_overflow,
  output               neg_overflow
);
  wire signed [31:0] B_inverted;
  wire signed [31:0] adder_input_B;
  wire signed [31:0] result;
  assign B_inverted = ~B;
  assign adder_input_B = ctrl ? B : (B_inverted);
  assign #3 result = A + adder_input_B + (ctrl ? 32'b0 : 32'b1);
  assign Y = result;
  wire pos_ovf_add = ~A[31] & ~B[31] & result[31];
  wire neg_ovf_add = A[31] & B[31] & ~result[31];
  wire pos_ovf_sub = ~A[31] & B[31] & result[31];
  wire neg_ovf_sub = A[31] & ~B[31] & ~result[31];
  assign pos_overflow = ctrl ? pos_ovf_add : pos_ovf_sub;
  assign neg_overflow = ctrl ? neg_ovf_add : neg_ovf_sub;
endmodule
`timescale 1ns/1ps
module alucomp (
  input  signed [31:0] A,
  input  signed [31:0] B,
  output [31:0] Y
);
  wire signed [31:0] sub;
  wire pos_ovf, neg_ovf;
  aluaddsub u_addsub (
    .A(A),
    .B(B),
    .ctrl(1'b0),
    .Y(sub),
    .pos_overflow(pos_ovf),
    .neg_overflow(neg_ovf)
  );
  wire overflow = pos_ovf | neg_ovf;
  assign #1 Y = (sub[31] ^ overflow) ? 32'b1 : 32'b0;
endmodule
`timescale 1ns/1ps
module alulogic (
  input  [31:0] A,
  input  [31:0] B,
  input  [0:0]  ctrl,  
  output [31:0] Y
);
  assign #1 Y = (ctrl ? (A | B) : (A & B));
endmodule
`timescale 1ns/1ps
module alushift (
  input  [31:0] A,
  input  [31:0] B,
  input  ctrl,  
  output [31:0] Y
);
  wire [4:0] shamt = B[4:0];
  assign #2 Y = ctrl ? ($unsigned(A) >> shamt) : (A << shamt);
endmodule
`timescale 1ns/1ps
module decoder5to32 (
    input [4:0] rd,
    input reg_write_en,
    output [31:0] dec_out
);
    assign #1 dec_out = (reg_write_en) ? (32'b1 << rd) : 32'b0;
endmodule
`timescale 1ns/1ps
module reg32 (
    input clk,
    input reset,
    input we,
    input [31:0] d,
    output [31:0] q
);
    reg [31:0] data;
    always @(posedge clk) begin
        if (reset)
            data <= 32'b0;
        else if (we)
            data <= d;
    end
    assign #1 q = data;
endmodule
`timescale 1ns/1ps
module reg_file (
    input clk,
    input reset,
    input reg_write_en,
    input [4:0] rs1,
    input [4:0] rs2,
    input [4:0] rd,
    input [31:0] wd,
    output [31:0] rdata1,
    output [31:0] rdata2
);
    wire [31:0] reg_outputs [0:31];
    wire [31:0] dec_out;
    decoder5to32 decoder_inst (
        .rd(rd),
        .reg_write_en(reg_write_en),
        .dec_out(dec_out)
    );
    genvar i;
    generate
        for (i = 0; i < 32; i = i + 1) begin : reg_gen
            if (i == 0) begin
                assign reg_outputs[0] = 32'b0;
            end else begin
                reg32 reg_inst (
                    .clk(clk),
                    .reset(reset),
                    .we(dec_out[i]),
                    .d(wd),
                    .q(reg_outputs[i])
                );
            end
        end
    endgenerate
    assign #1 rdata1 = reg_outputs[rs1];
    assign #1 rdata2 = reg_outputs[rs2];
endmodule
`timescale 1ns/1ps
module rv32ialu (
  input  signed [31:0] A,
  input  signed [31:0] B,
  input  [2:0]         alu_ctrl,
  output signed [31:0] Y,
  output               zero
);
  wire signed [31:0] add_sub_result;
  wire               add_sub_zero;
  wire signed [31:0] logic_result;
  wire signed [31:0] shift_result;
  wire signed [31:0] comp_result;
  aluaddsub adder_inst (
    .A(A),
    .B(B),
    .ctrl(alu_ctrl[0]),   
    .Y(add_sub_result),
    .pos_overflow(),
    .neg_overflow()
  );
  alulogic logic_inst (
    .A(A),
    .B(B),
    .ctrl(alu_ctrl[0]),   
    .Y(logic_result)
  );
  alushift shift_inst (
    .A(A),
    .B(B),
    .ctrl(alu_ctrl[0]),   
    .Y(shift_result)
  );
  alucomp comp_inst (
    .A(A),
    .B(B),
    .Y(comp_result)
  );
  wire signed [31:0] result;
  assign result = (alu_ctrl == 3'b001) ? add_sub_result :   
                  (alu_ctrl == 3'b000) ? add_sub_result :   
                  (alu_ctrl == 3'b010) ? logic_result :     
                  (alu_ctrl == 3'b011) ? logic_result :     
                  (alu_ctrl == 3'b100) ? shift_result :     
                  (alu_ctrl == 3'b101) ? shift_result :     
                  (alu_ctrl == 3'b110) ? comp_result :      
                  32'b0;                                     
  assign #1 Y = result;
  assign #1 zero = (result == 32'b0);
endmodule

==> impl_metrics.ini <==
; synthesis and place-and-route metrics
[run_status]
status = finished clean

[detailed_routing]
dr.first_iter.drc_count = 10700
vias = 65800
routedWlPerCell_um = 41.9
first_pass_iters = 12
wl_um = 364000
ant_nets = 0
drc = 0
viasPerCell = 7.57

[logic_synthesis]
syn_area_mm2 = 0.0569
yosys.stat.seqShare_pct = 34.9
avgSynthCellArea_um2 = 8.25
yosys_register_bits = 992
ff_type = dfxtp_1
synth_cell_type_count = 115
enable_flop_cells = 0
netlist_instances = 6903
ys_async_sr_fraction_pct = 0
yosysCellCount = 6903
synth-area-yosys_mm2 = 0.0569
yosysWarnings = 2

[job]
tool_warnings = 113
drv_cap = 0

[die]
ios = 66
die_w_um = 379
initCoreUtil_pct = 40.3
rows = 138
core-area_mm2 = 0.141
dieArea_mm2 = 0.144
die_h_um = 379

[pwr]
pwr-share-clk_pct = 41.9
p_int_mw = 3.21
power_mw = 4.80
power_leakage_nw = 22.6
switching_share_pct = 33.1
peakVddDrop_v = 0.0000663
power.switching_mw = 1.59
p_per_area_mw_per_mm2 = 75.5
pwr-share-comb_pct = 18.3
p_seq_share_pct = 39.8

[timing]
finalSetupViolCount = 0
timing.final.crit_period_ns = 17.20
hold_viol = 0
drv_slew = 0
slew_headroom_pct = 26.0
rsz0062_at_grt = no
finalCritPeriodShare_pct = 79.6
fin_skew_ns = 0.0416
fin_tns_setup_ns = 0
tightest_slew_ns = 1.11
holdWs_ns = 0.472
fmax_mhz = 58.1

[cts]
clockBufferDepth = 3
cts.sinks = 992
htree_levels = 3
clk_latency_ns = 0.81
clock-root-buffer = clkbuf_16
numCtsBuffers = 108
cts_setup_buffers = 0
cts_tree = yes
clk_pin_slew_worst_paths_ns = 0.06
postCtsHoldBufs = 0
cts.repair.resized = 0

[finish]
syn2layout_area_growth_pct = 11.5
nFillCells = 13600
drive_gt1_share_pct = 12.0
lay_top_cells = 992 x dfxtp_1, 610 x nand2_1, 535 x nand3b_1
top_regs = regfile_inst.reg_gen.genblk1.reg_inst.data: 992 flops
fin_cells = 8684
regMostFlops = regfile_inst.reg_gen.genblk1.reg_inst.data
fin_area_mm2 = 0.0635
final_common_cell = dfxtp_1
largest_reg_flops = 992

[worst_setup_path]
worst-r2r-setup-slack_ns = 15.09
critPathArrivalTime_ns = 12.88
cp-end-kind = primary output
criticalPathCategory = in -> out
cp-start-kind = primary input
crit_required_ns = 17.28
cp_max_fo = 56
r2r_cells = 20

[placed_design]
dp_hpwl_um = 222000
place_area_mm2 = 0.0596
finalWeightedCongestion = 1.10
io_buffers = 52
dp_cells = 8412

[grt]
grt_pass1_wl_um = 489000
grt_max_degree = 186
grt_pass1_vias = 58600
grt-ovfl-total = 0
track_usage_pct = 50.9
antenna_found_initial = 47

[min_path]
min_path_type = reg -> reg
min_path_cells = 2
[Yosys cell counts (13+ instances only)]
cell	count	area share [%]
nor2b_1	15	0.16
xnor2_1	50	0.77
ha_1	112	2.5
a211oi_1	291	3.8
nor2_1	446	2.9
dlygate4sd1_1	29	0.45
buf_2	147	1.3
a2111oi_0	73	1.1
nand2b_1	21	0.23
nand3_1	281	2.5
o41ai_1	35	0.54
or3_1	43	0.47
o211ai_1	19	0.25
and2_1	21	0.23
o21ai_1	38	0.33
a221oi_1	69	1.1
buf_4	32	0.42
o32ai_1	14	0.22
mux2i_1	100	1.8
nor4_1	20	0.22
a21o_1	16	0.21
o31ai_1	189	2.5
clkbuf_1	497	3.3
a22oi_1	492	6.5
or4_1	37	0.49
o31ai_2	29	0.64
nand2_1	631	4.2
inv_1	100	0.66
dfxtp_1	992	35
nand4_1	129	1.4
and3_1	283	3.1
and4_1	27	0.42
a222oi_1	18	0.32
buf_6	33	0.65
nor3_1	41	0.36
buf_1	31	0.20
a21oi_1	295	2.6
nand3b_1	535	7.1
a22o_1	83	1.3
o41ai_2	29	0.83
o21ai_0	270	2.4
a221o_1	13	0.23
[power groups by stage]
stage / Sequential (mW) / Clock [mW] / Combinational, mW
CTS: 1.91 / 1.98 / 0.823
global route: 1.91 / 2.06 / 0.882
finish: 1.91 / 2.01 / 0.879
[stage by stage]
stage	util [%]	setup slack, ns
5_1_grt	44.8	4.32
6_report	44.9	4.40
2_1_floorplan	-	7.83
4_1_cts	44.8	4.81
3_3_place_gp	42.2	4.80
3_5_place_dp	42.2	4.86
[worst max-delay path, cell delays in order]
cell and delay, ns:
buf_2 0.07, buf_4 0.54, nand2b_1 0.64, nor2_4 0.75
buf_4 0.43, buf_4 0.55, a2111oi_0 0.19, and4_1 0.25
and3_1 0.17, buf_4 0.26, xnor2_1 0.19, ha_1 0.24
a21oi_1 0.18, o21ai_0 0.16, a21o_1 0.22, a21oi_1 0.14
o21ai_0 0.14, nand2_1 0.12, o2111ai_2 0.26, a21boi_1 0.40
a2111oi_2 0.17, nand3b_1 0.29, a32o_2 0.30, buf_4 0.30
nor3_1 0.85, clkdlybuf4s50_1 0.63
[worst max path at each step]
stage | from | end | slack, ns
after CTS | inst[24] | rd_val[31] | 4.81
after global routing | inst[24] | rd_val[31] | 4.32
final | inst[24] | rd_val[31] | 4.40
[cell type report]
cell class / count / area, um^2 / area share (%)
Clock buffer: 148 / 3130 / 4.93
Inverter: 104 / 390 / 0.615
Tap cell: 1890 / 2360 / 3.72
Timing Repair Buffer: 390 / 3070 / 4.83
Clock inverter: 50 / 591 / 0.930
Multi-Input combinational cell: 5036 / 33900 / 53.4
Antenna cell: 74 / 185 / 0.292
Sequential cell: 992 / 19900 / 31.3
[logic make-up (layout without fill, tap and decap cells)]
group	Yosys count	in the layout	synth area share [%]
AND/OR/NAND/NOR	2642	2642	25.5
AND-OR/OR-AND	2100	2100	26.9
flip-flops	992	992	34.9
buffers and inverters	875	692	7.02
adder cells (fa/ha/maj)	120	120	2.62
multiplexers	116	116	2.08
XOR/XNOR	58	58	0.940
other	0	74	0
[layer usage]
layer  GRT usage [%]  up-vias  share of wire [%]
met5            9.30        -               0.44
met1            60.1    31400                 35
met4            36.3       40                9.8
li1                -    25500                  -
met2            64.1     6494                 37
met3            34.3     2319                 18
Power figures rest on the tool's default switching activity, not on a simulated workload.
