===== design.v =====
`timescale 1ns/1ps
module PCInc (
    input  clk,
    input  [31:0] oldPC,
    output [31:0] newPC
);
    aluaddsub adder_inst (
        .A(oldPC),
        .B(32'd4),
        .ctrl(1'b1),               
        .Y(newPC),
        .pos_overflow(),
        .neg_overflow()
    );
endmodule
`timescale 1ns/1ps
module aluaddsub (
  input  signed [31:0] A,
  input  signed [31:0] B,
  input  [0:0]         ctrl,       
  output signed [31:0] Y,
  output               pos_overflow,
  output               neg_overflow
);
  wire signed [31:0] B_inverted;
  wire signed [31:0] adder_input_B;
  wire signed [31:0] result;
  assign B_inverted = ~B;
  assign adder_input_B = ctrl ? B : (B_inverted);
  assign #3 result = A + adder_input_B + (ctrl ? 32'b0 : 32'b1);
  assign Y = result;
  wire pos_ovf_add = ~A[31] & ~B[31] & result[31];
  wire neg_ovf_add = A[31] & B[31] & ~result[31];
  wire pos_ovf_sub = ~A[31] & B[31] & result[31];
  wire neg_ovf_sub = A[31] & ~B[31] & ~result[31];
  assign pos_overflow = ctrl ? pos_ovf_add : pos_ovf_sub;
  assign neg_overflow = ctrl ? neg_ovf_add : neg_ovf_sub;
endmodule

===== constraint.sdc =====
current_design PCInc

set clk_period 6.9
set clk_io_pct 0.2

create_clock -name clk0 -period $clk_period

set non_clock_inputs [all_inputs -no_clocks]
set_input_delay [expr $clk_period * $clk_io_pct] -clock clk0 $non_clock_inputs
set_output_delay [expr $clk_period * $clk_io_pct] -clock clk0 [all_outputs]

===== config.mk =====
export PLATFORM = sky130hd
export DESIGN_NAME = PCInc
export DESIGN_NICKNAME = PCInc
export VERILOG_FILES = /design/flow/design.v
export SDC_FILE = /design/flow/constraint.sdc
export NUM_CORES = 4
export LEC_CHECK = 1
export CORE_AREA = 10 10 70 70
export DIE_AREA = 0 0 80 80

===== run.sh =====
#!/bin/bash
# OpenROAD 26Q1-2900-gdf79404cd8, Yosys 0.63+post, stock flow scripts
make -C /OpenROAD-flow-scripts/flow DESIGN_CONFIG=/design/flow/config.mk WORK_HOME=/design/flow/orfs finish

==> run summary <==
Status - complete, no violations
Die width - 80 µm
Tmin final - 5040 ps
Routability cong. - 0.741
Hold Path Class - in2out
Total grt overflow - 0
Starting Density - 17.8%
Most frequent cell after synthesis - xnor2_1
1st-iter DRT viols - 20
Via count - 766
Final setup fails - 0
Synth cell types - 18
Yosys top cell by area - xnor2_1
Endpoints failing hold - 0
Max_cap viols - 0
Pleak - 0.446 nW
Chip area line of the yosys report - 609 µm²
Post-route ant nets - 0
Mean Syn Cell Area - 7.43 µm²
Post-CTS Setup Bufs - 0
Final Total Pwr - 0.0565 mW
VDD IR-drop max - 0.0157 mV
RSZ-0062 raised after global routing - no
Worst slew pin tran - 510 ps
Core Area - 3420 µm²
Cell area after synthesis - 609 µm²
First-pass GRT wire length - 3660 µm
OpenROAD warning count - 33
Ys Warns - 0
Area Overhead vs Synth - 106%
Layout fillers - 351
Die footprint - 6400 µm²
Post-synth top cells - xnor2_1 (19), nand2_1 (10), nand3_1 (10)
# clk buffers - 0
Die height - 80 µm
Design area - 1250 µm²
Ant diodes - 0
FF+latch area - 0 µm²
Syn Inst Count - 82
Pre-CTS setup slack - 1820 ps
Initial antenna violation count - 0
WL/cell - 12.6 µm
Share of post-route cells with drive strength above 1 - 5.00%
Maximum clock frequency - 0.198 GHz
IO Pins - 65
Total GRT Usage - 6.83%
Standard-cell row count - 21
Vias in the first global route - 800
Final Slew Violations - 0
Number of vias per cell - 4.12
Crit share post-route - 73.1%
Worst EP arrival - 3660 ps
Fin worst setup slack - 1860 ps
Synth top area share - 27.3%
DP Area - 1250 µm²
Pwr Density - 45.2 nW/µm²
# Cells Yosys - 82
Crit path DRT - 5520 ps
Drt pass-1 iters - 4
WL final - 2340 µm
Critical Path Start Type - input port
CP max FO - 8
Sequential fraction of the synthesis area - 0%
Post-CTS sizing - 0
Largest net degree at the start of global routing - 9
Registers - 0
IO Port Bufs - 60
Crit path capture type - output pin
CP Class - in2out
Post-synth area hogs - xnor2_1 (27%), xor2_1 (13%), nor4_4 (10%)
Post-CTS Hold Fix Bufs - 0
Setup TNS - 0 ps
Max_slew headroom - 65.7%
DP HPWL - 2120 µm
Drt drc - 0
[where the power goes]
part           switching (mW)  internal (mW)
clock                       0              0
sequential                  0              0
combinational          0.0180         0.0385
total                  0.0180         0.0385
[critical path: stages]
cell	delay, ps
clkdlybuf4s50_1	540
ha_1	200
nand3_1	240
nor4_4	450
nand3_1	160
xnor2_1	180
clkdlybuf4s50_1	500
[layer usage]
metal	track usage, %	up-vias	wire length [µm]
li1	-	403	-
met1	7.32	338	888
met2	13.2	25	1230
met3	2.27	0	223
met4	0.176	0	0
met5	0	-	0
[path summary, 6_finish.rpt]
path              startpoint  slack (ps)         to  cells after the start
hold / removal      oldPC[0]        2760   newPC[0]                      0
setup / recovery    oldPC[2]        1860  newPC[24]                      7
[area by class of cell]
type / count / area (µm²) / area share, %
tap: 46 / 57.6 / 4.60
inverter: 3 / 11.3 / 0.899
timing repair buffer: 60 / 601 / 48.0
multi-input combinational: 77 / 583 / 46.6
[cells by family after synthesis]
logic type	Yosys count	synth area share [%]
and+or+nand+nor	48	53.4
xor gates and xnor gates	28	40.2
buffers and inverters	5	4.31
adders and majority gates	1	2.05
[layout by cell type, fill, tap and decap left out, drive strengths merged]
cell,synthesis,layout
and3,4,4
nand4,8,8
nor2,6,6
ha,1,1
or2,1,1
nor3,3,3
nand3,12,12
nor4,4,4
xor2,9,9
inv,3,3
xnor2,19,19
nand2,10,10
clkdlybuf4s50,0,60
[stage by stage]
step / hold WS, ps / utilization, % / std cells
2_1_floorplan: 2770 / - / 82
3_5_place_dp: 2760 / 36.7 / 186
4_1_cts: 2760 / 36.7 / 186
5_1_grt: 2760 / 36.7 / 186
3_3_place_gp: 2760 / 36.7 / 186
6_report: 2760 / 36.7 / 186
No activity file was given, so power comes from the tool's default toggle rates.
